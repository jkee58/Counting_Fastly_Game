==> ./run.sh <==
#!/bin/bash
# OpenROAD 26Q1-2900-gdf79404cd8, Yosys 0.63+post, stock flow scripts
make -C /OpenROAD-flow-scripts/flow DESIGN_CONFIG=/design/flow/config.mk WORK_HOME=/design/flow/orfs finish
==> ./config.mk <==
export PLATFORM = sky130hd
export DESIGN_NAME = ud_counter_block
export DESIGN_NICKNAME = ud_counter_block
export VERILOG_FILES = /design/flow/design.v
export SDC_FILE = /design/flow/constraint.sdc
export NUM_CORES = 4
export LEC_CHECK = 1
export CORE_AREA = 10 10 70 70
export DIE_AREA = 0 0 80 80
==> ./constraint.sdc <==
current_design ud_counter_block

set clk_period 1.6
set clk_io_pct 0.2

create_clock -name clk0 -period $clk_period [get_ports {inter_clk}]

set non_clock_inputs [all_inputs -no_clocks]
set_input_delay [expr $clk_period * $clk_io_pct] -clock clk0 $non_clock_inputs
set_output_delay [expr $clk_period * $clk_io_pct] -clock clk0 [all_outputs]
==> ./design.v <==
module ud_counter_block(inter_clk, clr, cnt, ld, up, c, tc);
input inter_clk, clr,cnt, ld, up;
parameter [3:0] num =4'b0001;
output tc;
output reg [3:0] c;
assign tc = (up == 1'b1)? &c : !(|c);
always @ (posedge inter_clk or negedge clr) 
begin
	if(clr == 0) 
	begin
		c <= 0;
	end
	else if (ld == 1)
	begin
		c <= num;
	end
	else
	begin
		if(cnt == 1)
		begin
			if(up == 1)
			begin
				c <= c + 1;
			end
			else
			begin
				c <= c - 1;
			end
		end
		else
		begin
			c <= c;
		end
	end
end
endmodule
==> impl_metrics.ini <==
; generated from flow reports
[synthesis]
syn_inst = 29
topCellsByArea = dfrtp_1 35%, ha_1 8.7%, fa_1 6.9%
synth_flops = 4
ys_cells = 29
netlist_area_um2 = 289
synth_chip_area_um2 = 289
yosys_warnings = 1
top_area_cell = dfrtp_1
syn_avg_cell_area_um2 = 9.97
ys_types = 18
yosysTopAreaCellShare = 0.346
ys_seq_frac = 0.346

[floorplan]
pin_count = 10
initial_utilization = 0.0846
core_um2 = 3420
die_x_um = 80
die_area_um2 = 6400
die_h_um = 80
fp-row-count = 21

[sta]
slew_violations = 0
whs_ps = 291
slew_headroom = 0.870
fin_ws_ps = -80.4
setup_viol = 2
fmax_mhz = 595
period_minus_slack_ps = 1680
fin_skew_ps = 1.60
worst_pin_slew_ps = 190
hold_viol = 0
rsz0062_at_grt = yes
period_used_share = 1.05

[cells_and_area]
lay_top_cells = 8 x buf_4, 6 x clkdlybuf4s50_1, 4 x dfrtp_1
stdcell_count = 96
largest_register = c
area_growth_pct = 85.7
top_regs = c (4)
largest_register_ffs = 4
lay_top_count = buf_4
layout-drive-gt1-share = 0.380

[flow_run]
max_cap_viol_count = 0
warnings = 27

[grt]
antenna_found_initial = 0
grt_max_degree = 6
grt_pass1_wl_um = 1410
grt_usage = 0.0286
grt_overflow = 0
met3_usage = 0.0352
grt_busiest_layer = met1
met1_usage = 0.0375
grtUsageMet2 = 0.0265
grt_pass1_vias = 287

[clocking]
cts_hold_buffers = 0
worstSkewPairLatency_ps = 230
cts.path.max_buffers = 2
htree_levels = 1
clk_pin_slew_ps = 40
clockRootBuffer = clkbuf_4
tritoncts = built
cts_sinks = 4
cts_buffers = 3

[detailed_routing]
drtAntennaViolNets = 0
firstDrtPassIters = 2
vias_per_cell = 2.89
num_antenna_cells = 0
routed_wl_um = 779
wl_per_cell_um = 8.11
vias = 277
drc_errors = 0
drt_iter0_markers = 7

[setup_path]
path_buffers = 2
cp_data_required_time_ps = 1280
worstSetupPathType = flip-flop to output port
path_delay_family = simple AND/OR/NAND/NOR gates
reg2reg_depth = 5
crit_path_max_incr_delay_ps = 410
r2r_setup_slack_ps = -60
cp_cell_sequence = buf_6 > or4_4 > o21ai_2 > buf_2
critPathCaptureType = output port
path_max_fanout = 3
r2r-end = c[3]
cp-start-kind = flip-flop
rr_startpoint = c[1]
cp_data_arrival_time_ps = 1360
critPathSlowestCell = or4_4

[hold_path]
hold_class = primary input to asynchronous set/reset pin

[placement]
dp_cells = 92
port_buffers = 9
gp_congestion = 0.665
hpwl_um = 646

[power_and_ir_drop]
leakage_nw = 0.265
p_per_area_nw_per_um2 = 797
vdd_drop_max_v = 0.000145

[run_status]
failed_checks = negative setup slack
status = complete, but fails checks
metrics by stage:
step / setup TNS, ps / utilization / power (W) / cell area, um2 / setup WS, ps
floorplan: 0 / - / 0.000200 / 289 / 17.2
global placement: -1670 / 0.145 / 0.000296 / 497 / -629
detailed placement: -1730 / 0.145 / 0.000298 / 497 / -634
CTS: -177 / 0.154 / 0.000436 / 527 / -90.3
global route: -305 / 0.157 / 0.000475 / 537 / -158
finish: -142 / 0.157 / 0.000428 / 537 / -80.4
layer usage:
layer | vias to the layer above | share of wire
li1 | 140 | -
met1 | 124 | 0.48
met2 | 13 | 0.29
met3 | 0 | 0.23
met4 | 0 | 0
met5 | - | 0
layout make-up:
class	instances	area (um2)
multi-input cells	22	185
flip-flops and latches	4	100
well taps	46	57.6
clock buffers	3	22.5
inverters	3	11.3
repair buffers	18	160
fillers	389	2880
synth_stat cells (all sizes together):
master,count
or4,1
o21ai,1
a21oi,1
fa,1
nand2b,1
nor2,3
xnor2,2
a21o,1
dfrtp,4
ha,2
nand3,1
nand2,2
mux2i,2
nor2b,1
and3,1
mux2,2
inv,3
kinds of logic after synthesis:
kind of cell | share of synthesized area
multiplexers | 0.147
buffers and inverters | 0.0390
adder cells (fa/ha/maj) | 0.156
AND/OR/NAND/NOR | 0.178
flip-flops | 0.346
XOR/XNOR | 0.0606
AND-OR/OR-AND | 0.0736
worst max path at each step:
stage / start / end / slack [ps] / cells after the start
final: c[1] / tc / -80 / 4
after global routing: c[1] / c[3] / -160 / 5
after CTS: c[1] / c[3] / -90 / 5
what timing repair did:
| item | in CTS | in global routing |
|---|---|---|
| setup buffers | 1 | 0 |
| resized | 8 | 3 |
| pin swaps | 3 | 2 |
| setup endpoints to repair | 3 | 3 |
| hold endpoints to repair | 0 | 0 |
power breakdown:
part	switching [W]	internal, W	total (W)	leakage, nW
registers	0.00000955	0.000116	0.000125	0.0501
logic	0.0000665	0.000113	0.000180	0.201
clock network	0.0000390	0.0000838	0.000123	0.0138
Power figures rest on the tool's default switching activity, not on a simulated workload.
