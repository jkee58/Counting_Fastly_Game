`run.sh`:
```
#!/bin/bash
# OpenROAD 26Q1-2900-gdf79404cd8, Yosys 0.63+post, stock flow scripts
make -C /OpenROAD-flow-scripts/flow DESIGN_CONFIG=/design/flow/config.mk WORK_HOME=/design/flow/orfs finish
```
`config.mk`:
```
export PLATFORM = sky130hd
export DESIGN_NAME = ud_counter_block_ten
export DESIGN_NICKNAME = ud_counter_block_ten
export VERILOG_FILES = /design/flow/design.v
export SDC_FILE = /design/flow/constraint.sdc
export NUM_CORES = 4
export LEC_CHECK = 1
export CORE_AREA = 10 10 70 70
export DIE_AREA = 0 0 80 80
```
`constraint.sdc`:
```
current_design ud_counter_block_ten

set clk_period 1.6
set clk_io_pct 0.2

create_clock -name clk0 -period $clk_period [get_ports {inter_clk}]

set non_clock_inputs [all_inputs -no_clocks]
set_input_delay [expr $clk_period * $clk_io_pct] -clock clk0 $non_clock_inputs
set_output_delay [expr $clk_period * $clk_io_pct] -clock clk0 [all_outputs]
```
`design.v`:
```
module ud_counter_block_ten(inter_clk, clr, cnt, ld, c, tc);
input inter_clk, clr,cnt, ld;
parameter [3:0] num = 4'b1010;
parameter up = 1'b0;
output tc;
output reg [3:0] c;
assign tc = (up == 1'b1)? &c : !(|c);
always @ (posedge inter_clk or negedge clr) 
begin
	if(clr == 0) 
	begin
		c <= 0;
	end
	else if (ld == 1)
	begin
		c <= num;
	end
	else
	begin
		if(cnt == 1)
		begin
			if(up == 1)
			begin
				c <= c + 1;
			end
			else
			begin
				c <= c - 1;
			end
		end
		else
		begin
			c <= c;
		end
	end
end
endmodule
```
==> run_results.csv <==
group,metric,value,unit
outcome,status,"finished, final reports clean",
floorplan,fp-row-count,21,
routing,drtIter0Drc,7,
power,vdd_ir_drop_max,0.0000991,V
yosys,yosys_warnings,1,
yosys,netlist_top_cells_area,"dfrtp_1 45%, nor4b_4 11%, ha_1 5.6%",
timing,finClkSkew,0.00353,ns
power,p_leak,0.159,nW
global_routing,grt_pass1_wl,855,um
setup_path,r2r_setup_slack,0.51,ns
yosys,syn_inst,20,
timing,whs,0.295,ns
setup_path,cp-end-kind,"primary output",
timing,hold_violations,0,
routing,diodes,0,
setup_path,worstPathRequired,1.28,ns
timing,rsz0062_at_grt,"false",
setup_path,path_max_fanout,2,
clock_network,ctsHoldBuffers,0,
setup_path,cp_slowest_stage_delay,0.37,ns
yosys,netlist.top_cell.by_instances,"dfrtp_1",
finish,largestRegisters,"c x4",
setup_path,worstPathCellList,"inv_1, ha_2, nor3b_2, dlygate4sd2_1",
timing,setup_tns,0,ns
clock_network,clkSinkCount,4,
place,place_congestion,0.714,
timing,max_freq,669,MHz
floorplan,pin_count,9,
clock_network,h-tree-depth,1,
setup_path,crit_type,"register to primary output",
floorplan,design.core.area,3420,um^2
floorplan,fp.dieW,80,um
clock_network,clkLatencyLatePin,0.23,ns
yosys,top_cells_by_count,"4 x dfrtp_1, 2 x inv_1, 2 x nor2_1",
yosys,postSynth.asyncResetShare,100,%
clock_network,clockBufferDepth,2,
clock_network,cts-root-buf,"clkbuf_4",
yosys,synth.distinct_cells,15,
global_routing,overflow,0,
power,power_density,743,nW/um^2
yosys,synth_top_cell_by_area,"dfrtp_1",
yosys,syn_area,224,um^2
flow_run,warnings,25,
floorplan,die_h,80,um
yosys,ys_chip_area,224,um^2
place,portBuffers,8,
clock_network,path_clk_slew,0.04,ns
setup_path,reg2reg_to,"c[3]",
global_routing,grt_pass1_vias,208,
timing,max_slew_margin,85.3,%
clock_network,postCtsSetupBuffers,0,
finish,instances_no_fill,80,
finish,largest_register,"c",
timing,setup_viol,0,
setup_path,cp.arrival,1.17,ns
yosys,ys_seq_share,44.7,%
clock_network,tritoncts,"yes",
routing,wirelength,539,um
timing,maxSlewViolCount,0,
yosys,synth_top_area_share,44.7,%
power,total_power,0.307,mW
hold_path,hp-class,"primary input to asynchronous set/reset pin",
timing,tightestPinTransition,0.219,ns
routing,ant_nets,0,
global_routing,grt_antenna_before_repair,0,
global_routing,track_usage,1.65,%
routing,routedWlPerCell,6.74,um
yosys,synth_stat.cells,20,
flow_run,cap_viol_max_count,0,
routing,via_per_inst,2.38,
setup_path,start_kind,"register",
finish,largest_reg_flops,4,
finish,drive_above_1_share,29.4,%
setup_path,worst_r2r_path_depth,3,
routing,dr_total_vias,190,
setup_path,critPathSlowestCell,"dfrtp_1",
setup_path,r2r-start,"c[0]",
yosys,edf_count,0,
routing,drtPass1Iterations,2,
timing,min_period,1.49,ns
global_routing,grt_max_degree,7,
yosys,syn_avg_cell_area,11.2,um^2
yosys,ys_ff,4,
timing,finalCritPeriodShare,93.4,%
finish,synthToLayoutAreaGrowth,84.4,%
clock_network,cts_made_buffers,3,
floorplan,dieArea,6400,um^2
routing,drc,0,
floorplan,core_util_floorplan,6.56,%
place,hpwl,450,um
yosys,flop_cell,"dfrtp_1",
place,numPlacedInstances,77,
clock_network,cts_resized,3,
[routing by layer]
metal  wire, um  GRT usage (%)  part of all wire [%]  vias up
li1           -              -                     -       99
met1        194           1.93                    36       81
met2        233           2.25                    43        8
met3         77          0.682                    14        2
met4         34           1.41                   6.3        0
met5          0              0                     0        -
[report_power, final]
part | total [mW] | internal, mW | leakage [nW] | switching [mW]
Sequential | 0.117 | 0.110 | 0.0457 | 0.00686
Combinational | 0.0722 | 0.0470 | 0.0996 | 0.0252
Clock | 0.118 | 0.0834 | 0.0138 | 0.0343
[cells by family (layout without fill, tap and decap cells)]
family / count (synthesis) / count (layout) / synth area share, %
simple gates: 8 / 8 / 27.9
flops: 4 / 4 / 44.7
compound gates: 3 / 3 / 10.1
buf+inv: 2 / 16 / 3.35
fa+ha+maj: 1 / 1 / 5.59
xor+xnor: 1 / 1 / 3.91
mux: 1 / 1 / 4.47
[critical path: cells and delay by family, from the launching register on]
family                     cells  cell delay [ns]
adders and majority gates      1             0.17
DFF                            1             0.37
buffers and inverters          2             0.27
and+or+nand+nor                1             0.13
[worst max-delay path by stage]
stage                 cells after the start  to  start
after CTS                                 4  tc   c[0]
after global routing                      4  tc   c[0]
final                                     4  tc   c[0]
[final cells by class]
class,count,area (um^2)
Fill cell,394,3000
Multi-Input combinational cell,14,124
Timing Repair Buffer,11,101
Sequential cell,4,100
Tap cell,46,57.6
Clock buffer,3,22.5
Inverter,2,7.51
[stage by stage]
stage	utilization [%]	setup slack [ns]	area [um^2]
finish	12.1	0.106	413
global route	12.1	0.0200	413
CTS	12.1	0.0831	413
detailed placement	11.2	0.0194	384
global placement	11.2	0.0174	384
floorplan	-	0.511	224
[cell usage in the layout, fill, tap and decap left out]
cell             n
nor3b_2          1
mux2i_1          1
buf_4            3
clkdlybuf4s50_1  7
a21o_1           1
dfrtp_1          4
ha_2             1
nand3b_1         1
or2_1            1
nor2b_1          1
inv_1            2
dlygate4sd2_1    1
a21oi_1          1
nor4b_4          1
xnor2_1          1
nand2_1          1
clkbuf_4         3
nor2_1           2
a21bo_2          1
Power figures rest on the tool's default switching activity, not on a simulated workload.
